$ cat flow/run.sh
#!/bin/bash
# OpenROAD 26Q1-2900-gdf79404cd8, Yosys 0.63+post, stock flow scripts
make -C /OpenROAD-flow-scripts/flow DESIGN_CONFIG=/design/flow/config.mk WORK_HOME=/design/flow/orfs finish
$ cat flow/config.mk
export PLATFORM = sky130hd
export DESIGN_NAME = spi_master
export DESIGN_NICKNAME = spi_master
export VERILOG_FILES = /design/flow/design.v
export SDC_FILE = /design/flow/constraint.sdc
export NUM_CORES = 4
export LEC_CHECK = 1
export CORE_UTILIZATION = 30
$ cat flow/constraint.sdc
current_design spi_master

set clk_period 6.8
set clk_io_pct 0.2

create_clock -name clk0 -period $clk_period [get_ports {clk}]

set non_clock_inputs [all_inputs -no_clocks]
set_input_delay [expr $clk_period * $clk_io_pct] -clock clk0 $non_clock_inputs
set_output_delay [expr $clk_period * $clk_io_pct] -clock clk0 [all_outputs]
$ cat flow/design.v
module spi_master(
input clk, newd,rst,
input [11:0] din, 
output reg sclk,cs,mosi
    );
  typedef enum bit [1:0] {idle = 2'b00, enable = 2'b01, send = 2'b10, comp = 2'b11 } state_type;
  state_type state = idle;
  int countc = 0;
  int count = 0;
 always@(posedge clk)
  begin
    if(rst == 1'b1) begin
      countc <= 0;
      sclk <= 1'b0;
    end
    else begin 
      if(countc < 3 )
          countc <= countc + 1;
      else
          begin
          countc <= 0;
          sclk <= ~sclk;
          end
    end
  end
    reg [11:0] temp;
  always@(posedge sclk)
  begin
    if(rst == 1'b1) 
    begin
      cs <= 1'b1; 
      mosi <= 1'b0;
    end
    else begin
     case(state)
         idle:
             begin
               if(newd == 1'b1) 
                 begin
                 state <= send;
                 temp <= din; 
                 cs <= 1'b0;
                 mosi <= din[0];
                 count <= 1;
                 end
               else begin
                 state <= idle;
                 temp <= 8'h00;
               end
             end
       send : begin
         if(count <= 11) begin
           mosi <= temp[count];  
           count <= count + 1;
         end
         else
             begin
               count <= 0;
               state <= idle;
               cs <= 1'b1;
               mosi <= 1'b0;
             end
       end
      default : state <= idle; 
   endcase
  end 
 end
endmodule
==> flow_metrics.rpt <==
RUN METRICS
----------------------------------------------------
[Outcome]
  Result of the run ........................ finished, final reports clean

[Logic synthesis]
  Yosys warning count ........................ 1
  Area leader, netlist ........................ edfxtp_1
  Largest logic family ........................ simple AND/OR/NAND/NOR gates
  Area leader share ........................ 32.1%
  Cell area leaders ........................ edfxtp_1 32%, dfxtp_1 17%, or4_1 5.0%
  Adder-cell area share of the yosys netlist ........................ 0.595%
  Yosys synthesis chip area ........................ 4210 sq um
  Number of synthesized register bits ........................ 80
  Share of async-settable or async-resettable flops after synthesis ........................ 0%
  Sequential area share after synthesis ........................ 48.8%
  Yosys aoi share ........................ 12.3%
  Avg Inst Size Synth ........................ 9.94 sq um
  Area fraction in mux cells ........................ 1.70%
  Leading register cell type out of synthesis ........................ edfxtp_1
  Distinct lib cells ........................ 39
  Post-Syn Instances ........................ 423
  Xor+xnor area frac ........................ 5.00%
  Area of the mapped netlist ........................ 4210 sq um
  Cell total in the yosys stat output ........................ 423
  Count of flip-flops with a built-in enable after synthesis ........................ 45
  Basic-gate share of the synthesized area counting and, or, nand and nor cells ........................ 27.4%

[Floorplanning]
  Count of standard-cell rows ........................ 42
  Starting density of the core ........................ 31.3%
  Top-level I/O count ........................ 18
  Core Box Area ........................ 13,500 sq um
  Die width ........................ 120 microns
  Die area ........................ 14,500 sq um
  Die height ........................ 120 microns

[Place]
  Count of port buffers added during placement ........................ 17
  Placed Instance Area ........................ 4500 sq um
  Placed wire-length estimate after detailed placement ........................ 5490 microns
  RD Place Congestion ........................ 0.796

[Global routing]
  Largest net degree at the start of global routing ........................ 50
  GR met2 Demand/Resource ........................ 18.4%
  Vias in the first global route ........................ 2,882
  Routing usage on met1 ........................ 19.3%
  Number of antenna violations at the first check in global routing ........................ 0
  Overall overflow remaining after global route ........................ 0
  Met3 track demand over resource ........................ 0.867%
  GRT Overall Usage ........................ 11.8%
  Most used routing layer in global routing ........................ met1
  Global-route wire length before repair ........................ 14,000 microns

[Drt]
  Post-DR wirelength/cell ........................ 13.5 microns
  Average vias per placed instance ........................ 5.41
  Final antenna diode count ........................ 0
  Number of antenna-violating nets in the routed design ........................ 0
  First-pass iteration count of the detailed router ........................ 4
  Starting DRT DRC Count ........................ 169
  Total via count after detailed routing ........................ 3,258
  Detailed Route WL ........................ 8110 microns
  Number of remaining DRC errors ........................ 0

[Timing]
  Slew at the pin closest to its max-slew limit ........................ 0.841 ns
  Count of unclocked register or latch pins ........................ 47
  Fin. Hold Viols ........................ 0
  Max-slew headroom at the worst pin ........................ 43.9%
  Slew Limit Fails ........................ 0
  Total negative slack ........................ 0 ns
  Tmin final ........................ 2.49 ns
  Post-Route Skew ........................ 0.00288 ns
  Final setup viols ........................ 0
  Cycle use final ........................ 36.6%
  RSZ-0062 raised after global routing ........................ false
  Maximum clock frequency ........................ 402 MHz
  Endpoints left unconstrained ........................ 94

[Worst setup path]
  Critical Path Start Type ........................ register
  Category of the most critical setup path ........................ reg2out
  Buffer and inverter count on the worst path ........................ 1
  Critical Path AT ........................ 1.13 ns
  Maximum net fanout on the critical path ........................ 2
  Cell type group with the largest total delay on the critical path ........................ buffers and inverters
  Crit. End Element ........................ primary output
  Reg2Reg Launch Point ........................ countc[3]$_SDFF_PP0_
  Worst endpoint required time ........................ 5.44 ns
  Crit path max-delay cell type ........................ clkdlybuf4s50_1
  Chain of cells forming the critical path ........................ clkdlybuf4s50_1
  Delay of the slowest cell on the worst path ........................ 0.49 ns
  Critical Path Start ........................ sclk$_SDFFE_PP0N_

[Pwr]
  Power Density ........................ 138 nW/um^2
  Leak Pwr ........................ 1.34 nW
  Peak supply drop ........................ 0.000159 V

[Clocking]
  CTS resizes ........................ 0
  Clock latency at the later pin of the worst-skew pair ........................ 0.27 ns
  Depth of the CTS H-tree ........................ 2
  Number of buffers inserted during clock tree synthesis ........................ 5
  Clk Tree Root Cell ........................ clkbuf_16
  TritonCTS clock tree ........................ yes
  Post-cts hold-fix buffer tally ........................ 0
  Clk buf depth ........................ 2
  Post-CTS Repair Setup Buffers ........................ 0
  Clock edge transition at the registers on the reported setup and hold paths ........................ 0.05 ns

[Job]
  Max Cap Violations ........................ 0
  Count of warning messages emitted by the tools ........................ 25

[Layout]
  Cell area after layout ........................ 4640 sq um
  Area growth from synthesis to layout ........................ 10.4%
  Fraction of layout cells with a size suffix above 1 ........................ 5.87%

[Min path]
  Worst hold start ........................ countc[0]$_SDFF_PP0_
  Worst hold path type ........................ reg2reg

----------------------------------------------------
==> per-stage QoR <==
stage	std cells	power [mW]	setup WS (ns)	hold WS (ns)	util, %
finish	602	0.639	4.31	0.461	34.5
global route	602	0.672	4.25	0.493	34.5
CTS	602	0.647	4.28	0.466	34.5
detailed placement	594	0.435	4.15	0.456	33.5
global placement	594	0.432	4.15	0.439	33.5
floorplan	423	0.392	4.59	0.423	-
==> worst paths after layout <==
kind | end | slack [ns] | cells past startpoint
setup / recovery | sclk | 4.31 | 1
hold / removal | countc[0]$_SDFF_PP0_ | 0.46 | 1
setup reg to reg | countc[20]$_SDFF_PP0_ | 4.44 | 4
hold reg to reg | countc[0]$_SDFF_PP0_ | 0.46 | 1
==> power by group <==
| group | internal, mW | leakage, nW | total, mW | switching (mW) |
|---|---|---|---|---|
| combinational | 0.0400 | 0.548 | 0.107 | 0.0669 |
| clock | 0.134 | 0.0706 | 0.209 | 0.0752 |
| sequential | 0.301 | 0.720 | 0.323 | 0.0224 |
| total | 0.475 | 1.34 | 0.639 | 0.164 |
==> cells in the mapped netlist, drive strengths merged, types with 9 or more instances <==
cell,n
nor4,12
nor3,21
o31ai,23
nor2,22
dfxtp,35
nand3,25
or4,28
a21oi,19
and4,9
o21ai,14
nand4,21
clkbuf,22
nand2,18
or3,12
edfxtp,45
xor2,13
and2,13
xnor2,11
a211oi,18
==> registers in the layout, indices dropped and copies added, names as in the netlist <==
| name | count |
|---|---|
| count | 32 |
| countc | 32 |
| temp | 12 |
| cs | 1 |
| mosi | 1 |
| sclk | 1 |
| state | 1 |
==> per-layer routing <==
layer	share of wire [%]	vias up
met2	47	35
met4	0	0
met1	51	1563
met5	0	-
met3	2.2	0
li1	-	1660
==> cells by family after synthesis <==
logic type / Yosys count
compound gates: 79
xor+xnor: 24
fa+ha+maj: 2
buf+inv: 34
flops: 80
mux: 7
simple gates: 197
==> placed cells by master, fill, tap and decap left out, drive strengths merged, types with 9 or more instances in the layout <==
cell / Yosys / final
xor2: 13 / 13
nand4: 21 / 21
nor2: 22 / 22
and2: 13 / 13
o21ai: 14 / 14
and4: 9 / 9
dfxtp: 35 / 35
nand3: 25 / 25
a211oi: 18 / 18
nand2: 18 / 18
or3: 12 / 12
nor3: 21 / 21
clkdlybuf4s50: 0 / 17
o31ai: 23 / 23
xnor2: 11 / 11
nor4: 12 / 12
a21oi: 19 / 19
edfxtp: 45 / 45
or4: 28 / 28
==> final cells by class <==
cell class              instances  area [sq um]
clock buffers                   6           129
clock inverters                 2          10.0
fillers                      1369          8810
inverters                       6          22.5
multi-input cells             309          1990
flip-flops and latches         80          2050
well taps                     176           220
repair buffers                 23           215
Power is estimated from default activity; no workload was simulated.
