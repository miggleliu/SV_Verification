<file path="flow/run.sh">
#!/bin/bash
# OpenROAD 26Q1-2900-gdf79404cd8, Yosys 0.63+post, stock flow scripts
make -C /OpenROAD-flow-scripts/flow DESIGN_CONFIG=/design/flow/config.mk WORK_HOME=/design/flow/orfs finish
</file>
<file path="flow/config.mk">
export PLATFORM = sky130hd
export DESIGN_NAME = apb_ram
export DESIGN_NICKNAME = apb_ram
export VERILOG_FILES = /design/flow/design.v
export SDC_FILE = /design/flow/constraint.sdc
export NUM_CORES = 4
export LEC_CHECK = 1
export CORE_UTILIZATION = 30
</file>
<file path="flow/constraint.sdc">
current_design apb_ram

set clk_period 9.0
set clk_io_pct 0.2

create_clock -name clk0 -period $clk_period [get_ports {pclk}]

set non_clock_inputs [all_inputs -no_clocks]
set_input_delay [expr $clk_period * $clk_io_pct] -clock clk0 $non_clock_inputs
set_output_delay [expr $clk_period * $clk_io_pct] -clock clk0 [all_outputs]
</file>
<file path="flow/design.v">
module apb_ram (
  input presetn,
  input pclk,
  input psel,
  input penable,
  input pwrite,
  input [31:0] paddr, pwdata,
  output reg [31:0] prdata,
  output reg pready, pslverr
);
  reg [31:0] mem [32];
  typedef enum {idle = 0, setup = 1, access = 2, transfer = 3} state_type;
  state_type state = idle, next_state = idle; 
  always@(posedge pclk)
    begin
      if(presetn == 1'b0) 
      begin
        state <= idle;
        prdata <= 32'h00000000;
        pready <= 1'b0;
         pslverr <= 1'b0;
        for(int i = 0; i < 32; i++) begin
          mem[i] <= 0;
        end
       end 
      else 
        begin
      case(state)
      idle : 
      begin
        prdata <= 32'h00000000;
        pready <= 1'b0;
        pslverr <= 1'b0;
        if((psel == 1'b0) && (penable == 1'b0)) 
            begin
            state <= setup;
            end
      end
      setup:  
      begin
           if((psel == 1'b1) && (penable == 1'b0)) begin
            if(paddr < 32) begin 
            state <= access;
            pready <= 1'b1;
            end
            else
            begin
            state <= access;
            pready <= 1'b0;
            end
           end
            else
            state <= setup;
      end
      access: 
      begin 
        if(psel && pwrite && penable) 
          begin
            if(paddr < 32) 
            begin
            mem[paddr] <= pwdata;
            state <= transfer;
            pslverr <= 1'b0;
            end
            else 
            begin
            state <= transfer;
            pready <= 1'b1;
            pslverr <= 1'b1;
            end
          end
        else if ( psel && !pwrite && penable)
            begin
            if(paddr < 32) 
            begin
            prdata <= mem[paddr];
            state <= transfer;
            pready <= 1'b1;
            pslverr <= 1'b0;
            end
            else 
            begin
            state <= transfer;
            pready <= 1'b1;
            pslverr <= 1'b1;
            prdata <= 32'hxxxxxxxx;
            end
          end
       end      
        transfer: begin
          state <= setup;
          pready <= 1'b0;
          pslverr <= 1'b0;
        end
      default : state <= idle;
      endcase
    end
  end
endmodule
</file>
==> GITHUB_STEP_SUMMARY <==
## Synthesis and layout report

| Metric | Value |
|---|---|
| Status | finished clean |
| Top cells by area, synth | edfxtp_1 (64%), mux2i_1 (11%), and2_1 (8.4%) |
| First-pass GRT wire length | 194300 um |
| Chip width | 402.0 um |
| PwrDens | 195.4 nW/um^2 |
| Ports | 103 |
| TritonCTS clock tree | built |
| Reg power frac | 52.2% |
| Multi-input logic area | 15010 sq um |
| Most frequent cells after synthesis | edfxtp_1 (1024), and2_1 (641), mux2i_1 (512) |
| DRT Pass-1 Iters | 5 |
| Top cell area share | 64.08% |
| Number of clock sinks | 1060 |
| Synth area leader | edfxtp_1 |
| Routed WL | 133200 um |
| GPL Wtd Cong | 0.8780 |
| Ys async rst share | 0% |
| Yosys cell count | 3497 |
| Synthesis warning total | 1 |
| Max-cap violations | 0 |
| #FFs+latches synth | 1060 |
| Static leakage | 0.02189 uW |
| Post-synth EDFFs | 1024 |
| Main synth FF type | edfxtp_1 |
| CP arrival | 5.71 ns |
| Sw Pwr | 2385 uW |
| Crit end category | register |
| Num CTS Buffers | 111 |
| Layout cells sized above 1 | 9.877% |
| Final Max Tran Viols | 0 |
| Final antenna-violating net count | 0 |
| Post-route DRC | 0 |
| Clock transition at path regs | 0.06 ns |
| Mapped Area | 47990 sq um |
| Sw frac | 22.32% |
| Pre-Place Util | 30.27% |
| Initial antenna violation count | 2 |
| Gate power share | 6.0% |
| YS chip area | 47990 sq um |
| Routed via count | 28350 |
| Final setup viols | 0 |
| Worst-Margin Slew | 1.076 ns |
| Hold buffer count at CTS | 0 |
| Worst setup margin | 3.601 ns |
| Peak supply drop | 0.1544 mV |
| Crit path cell chain | clkdlybuf4s50_1 -> nor4_1 -> nand4_1 -> nor2_2 -> and3_4 -> buf_12 -> a21o_2 |
| Gr usage total | 17.19% |
| Dpl ws | 2.990 ns |
| Crit Path Class | in -> reg |
| Number of global-route vias before repair | 28160 |
| Most common cell in the netlist | edfxtp_1 |
| Clk buf depth | 3 |
| Post-Synthesis Cells | 3497 |
| Resized cells post-CTS | 0 |
| Worst hold path class | reg -> reg |
| Final core utilization | 34.50% |
| Final HPWL from detailed placement | 78770 um |
| Initial DRC count | 1886 |
| Die area | 161600 sq um |
| IO buf count | 102 |
| Area delta synth->final | 13.99% |
| Cell Rows | 146 |
| Worst Path Max Fanout | 138 |
| Largest net degree at the start of global routing | 139 |
| Final min period | 5.399 ns |
| Post-layout period usage | 59.99% |
| Skew final | 0.02334 ns |
| Post-synth cell types | 41 |
| Pint | 8302 uW |
| Relative max-transition margin | 27.58% |
| Vias per cell | 5.029 |
| Critical Path Start Type | primary input |
| H-tree levels | 3 |
| Clock network fraction of total power | 41.8% |
| OpenROAD warning count | 31 |
| Syn Area/Cell | 13.72 sq um |
| Remaining global-route overflow | 0 |
| Seq/Total Area, Yosys | 65.58% |
| Critical Path RT | 9.31 ns |
| Core area | 158600 sq um |
| Post-CTS setup buffer count | 0 |
| Setup TNS Final | 0 ns |
| Hold Fails Final Rpt | 0 |
| Avg WL per Cell | 23.64 um |
| Latency at later pin | 0.70 ns |
| Unrepaired setup endpoints after global routing | no |
| Crit-path max cell delay | 0.80 ns |
| Fmax | 0.1852 GHz |
| # fillers | 14850 |
| FF+latch area | 31470 sq um |
| Die Ht | 402.0 um |
| Clock root cell | clkbuf_16 |
| Slowest CP cell | a21o_2 |
==> state kept, by name (all words and copies together), names as in the netlist <==
signal   cells
pready       1
pslverr      1
mem       1024
state        2
prdata      32
==> area by class of cell <==
type                    count  share of cell area, %
diodes                      1               0.004575
clock buffers             155                  5.583
clock inverters            52                 0.8760
inverters                   3                0.02059
multi-input cells        2055                  27.44
flip-flops and latches   1060                  57.53
well taps                2072                  4.739
repair buffers            239                  3.806
==> metrics by stage <==
step	cell area [sq um]	instances	power (uW)	hold WS, ns
6_report	54700	5637	10690	0.4800
5_1_grt	54700	5636	11000	0.4911
4_1_cts	54700	5636	10770	0.4832
3_5_place_dp	51170	5429	6335	0.4690
3_3_place_gp	51170	5429	6330	0.4648
2_1_floorplan	47990	3497	6040	0.4195
==> routing by layer <==
| layer | global-route usage [%] | vias to the layer above | share of wire [%] |
|---|---|---|---|
| met3 | 7.637 | 214 | 10 |
| li1 | - | 13010 | - |
| met1 | 22.71 | 13930 | 39 |
| met5 | 0 | - | 0.0098 |
| met2 | 26.54 | 1191 | 47 |
| met4 | 4.687 | 2 | 3.2 |
==> cell usage in the layout (no fill, tap or decap), types with 3 or more instances in the layout <==
master | netlist | layout
nor4_1 | 70 | 70
clkinv_1 | 0 | 16
clkbuf_16 | 0 | 112
nand2_2 | 0 | 6
nand4bb_2 | 0 | 6
a22o_1 | 32 | 32
nand4_1 | 3 | 3
nor2_1 | 5 | 3
nand4b_1 | 4 | 4
a21oi_1 | 5 | 4
clkbuf_8 | 0 | 9
clkbuf_1 | 239 | 34
or4b_1 | 4 | 3
clkinv_2 | 0 | 20
inv_1 | 3 | 3
nand2b_1 | 23 | 3
o22ai_1 | 257 | 257
buf_12 | 0 | 3
and4_1 | 7 | 7
bufinv_16 | 0 | 7
and3_1 | 398 | 397
nor3_1 | 6 | 5
edfxtp_1 | 1024 | 1024
dfxtp_1 | 36 | 36
mux2i_1 | 512 | 512
inv_6 | 0 | 5
and2_1 | 641 | 640
nand2b_2 | 0 | 20
ha_1 | 3 | 3
clkdlybuf4s50_1 | 0 | 99
a21o_2 | 0 | 6
buf_4 | 3 | 134
nand2_1 | 51 | 45
==> path summary, 6_finish.rpt <==
kind | startpoint | end | slack [ns] | cells past startpoint
min reg2reg | prdata[23] | prdata[23] | 0.48 | 1
min | prdata[23] | prdata[23] | 0.48 | 1
max reg2reg | state[0] | mem[2][6] | 4.89 | 9
max | paddr[23] | mem[12][27] | 3.60 | 7
==> worst max-delay path: cells and delay by family <==
family	cells	cell delay (ns)
buf+inv	2	0.91
simple gates	4	2.05
compound gates	1	0.80
==> logic make-up (layout without fill, tap and decap cells) <==
group,after synthesis,in the layout,share of synthesized area [%]
buffers and inverters,382,449,3.478
multiplexers,512,512,10.68
flip-flops,1060,1060,65.58
adder cells (fa/ha/maj),3,3,0.07822
AND-OR/OR-AND,306,306,4.172
other,0,1,0
AND/OR/NAND/NOR,1234,1234,16.02
==> power by group through the flow <==
| stage | clock [uW] | combinational [uW] | sequential [uW] |
|---|---|---|---|
| finish | 4460 | 643 | 5580 |
| global route | 4720 | 685 | 5590 |
| CTS | 4530 | 651 | 5580 |
Power figures rest on the tool's default switching activity, not on a simulated workload.
