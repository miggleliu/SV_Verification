**design.v**
```verilog
module FIFO(input clk, rst, wr, rd,
            input [7:0] din, output reg [7:0] dout,
            output empty, full);
  reg [3:0] wptr = 0, rptr = 0;
  reg [4:0] cnt = 0;
  reg [7:0] mem [15:0];
  always @(posedge clk)
    begin
      if (rst == 1'b1)
        begin
          wptr <= 0;
          rptr <= 0;
          cnt  <= 0;
        end
      else if (wr && !full)
        begin
          mem[wptr] <= din;
          wptr      <= wptr + 1;
          cnt       <= cnt + 1;
        end
      else if (rd && !empty)
        begin
          dout <= mem[rptr];
          rptr <= rptr + 1;
          cnt  <= cnt - 1;
        end
    end
  assign empty = (cnt == 0) ? 1'b1 : 1'b0;
  assign full  = (cnt == 16) ? 1'b1 : 1'b0;
endmodule
interface fifo_if;
  logic clk, rd, wr;          
  logic full, empty;            
  logic [7:0] din;          
  logic [7:0] dout;         
  logic rst;                    
endinterface
```
**run.sh**
```bash
#!/bin/bash
# OpenROAD 26Q1-2900-gdf79404cd8, Yosys 0.63+post, stock flow scripts
make -C /OpenROAD-flow-scripts/flow DESIGN_CONFIG=/design/flow/config.mk WORK_HOME=/design/flow/orfs finish
```
**config.mk**
```make
export PLATFORM = sky130hd
export DESIGN_NAME = FIFO
export DESIGN_NICKNAME = FIFO
export VERILOG_FILES = /design/flow/design.v
export SDC_FILE = /design/flow/constraint.sdc
export NUM_CORES = 4
export LEC_CHECK = 1
export CORE_UTILIZATION = 40
```
**constraint.sdc**
```tcl
current_design FIFO

set clk_period 3.5
set clk_io_pct 0.2

create_clock -name clk0 -period $clk_period [get_ports {clk}]

set non_clock_inputs [all_inputs -no_clocks]
set_input_delay [expr $clk_period * $clk_io_pct] -clock clk0 $non_clock_inputs
set_output_delay [expr $clk_period * $clk_io_pct] -clock clk0 [all_outputs]
```
==> out/metrics.json <==
{
  "result_of_the_run": "finished clean",
  "antennaDiodeCount": 0,
  "clock_sinks": 149,
  "top_level_ports": 22,
  "detailed_place.area_sq_um": 6609,
  "finalCriticalPeriod_ns": 2.752,
  "edf_count": 136,
  "arrival_ns": 2.05,
  "die.size.y_microns": 125.1,
  "syn2layout_area_growth_pct": 20.07,
  "rsz_0062_raised_after_global_routing": "no",
  "power_density_nw_per_um2": 710.3,
  "critical-path-max-stage-delay_ns": 0.63,
  "cp_cell_sequence": "or4_4, nor2_1, clkdlybuf4s50_1",
  "setup-tns-final_ns": 0,
  "clock-skew-final_ns": 0.005512,
  "finalHoldViolations": 0,
  "globalRouteOverflowTotal": 0,
  "slew_limit_headroom_pct": 49.05,
  "clockRootBuffer": "sky130_fd_sc_hd__clkbuf_16",
  "yosys_warnings": 1,
  "detailedRoute.firstIterationViolations": 319,
  "clk_latency_ns": 0.41,
  "antenna_violating_nets_post_route": 0,
  "cts_made_buffers": 17,
  "htree_levels": 4,
  "drt_drc_violations_left": 0,
  "yosys-stat-area_sq_um": 6058,
  "setup_viol": 0,
  "avgRoutedWirePerCell_microns": 19.77,
  "synth_sequential_area_ratio_pct": 71.71,
  "placeableCoreArea_sq_um": 14640,
  "worst-setup-path-type": "reg -> out",
  "ys_cells": 359,
  "routed-via-count": 3295,
  "avgViaCountPerCell": 5.473,
  "finalWeightedCongestion": 0.7982,
  "critical_path.slowest_cell": "sky130_fd_sc_hd__or4_4",
  "synthDistinctLibCells": 39,
  "final_cell_area_sq_um": 7274,
  "dp_hpwl_microns": 7558,
  "final_min_period_over_clock_period_pct": 78.63,
  "postCtsSetupRepairBufs": 0,
  "path_delay_family": "simple AND/OR/NAND/NOR gates",
  "fill_cells": 1190,
  "antenna_violations_before_repair": 0,
  "combined_area_of_all_synthesized_cells_sq_um": 6058,
  "worst-slew-pin-transition_ns": 0.7642,
  "drv.max_cap_violation_count": 0,
  "row_count": 44,
  "groute.usage.overall_pct": 17.78,
  "tool_warnings": 28,
  "drv_slew": 0,
  "post_cts.resized_instances": 0,
  "syn-mean-instance-area_sq_um": 16.88,
  "postSynth.topFlopCell": "sky130_fd_sc_hd__edfxtp_1",
  "tritoncts": "built",
  "clock_slew_seen_by_the_registers_of_the_worst_setup_and_hold_paths_ns": 0.06,
  "syn-instance-count": 359,
  "final_routed_wirelength_across_all_metal_layers_microns": 11900,
  "via_count_of_the_first_global_routing_pass": 3458,
  "drt_first_pass_iters": 6,
  "hp-class": "reg -> reg",
  "worstSetupStartpointType": "register",
  "power.ir.vdd_worst_v": 0.0003923,
  "leakage_nw": 2.419,
  "numSynthFlops": 149,
  "grt_pass1_wl_microns": 19460,
  "cts_hold_buf": 0,
  "design.die.area_sq_um": 15640,
  "max_freq_mhz": 363.3,
  "drive_above_1_share_pct": 18.66,
  "port_buffers": 21,
  "crit_path_max_fanout": 7,
  "cp.buffers_inverters": 1,
  "floorplan.initialDensity_pct": 41.37,
  "worstSetupEndpointType": "output pin",
  "grt_max_degree": 24,
  "cp.required_ns": 2.80,
  "synth_async_sr_flop_share_pct": 0,
  "die_width_microns": 125.1,
  "cts_buffer_depth": 2
}
final timing paths:
check	from	slack [ns]	to	cells after the start
setup / recovery	cnt[0]	0.75	empty	3
hold / removal	wptr[1]	0.58	wptr[1]	2
setup reg to reg	cnt[0]	0.94	cnt[4]	8
hold reg to reg	wptr[1]	0.58	wptr[1]	2
state kept, by name (all words and copies together), names as in the netlist:
name  count
dout      8
cnt       5
mem     128
rptr      4
wptr      4
cell type report:
class / instances / area, sq um / share of cell area [%]
well taps: 184 / 230.2 / 3.165
clock buffers: 19 / 432.9 / 5.951
repair buffers: 46 / 397.9 / 5.470
multi-input cells: 184 / 1605 / 22.07
inverters: 8 / 30.03 / 0.4128
flip-flops and latches: 149 / 4345 / 59.74
clock inverters: 12 / 232.7 / 3.199
routing by layer:
layer  vias up  wire [microns]  global-route usage (%)  share of wire, %
met5         -               0                       0                 0
met4         0             108                   1.793              0.91
met3         8            1141                   8.766               9.6
met2       151            5613                   27.01                47
met1      1611            5039                   26.01                42
li1       1525               -                       -                 -
where the power goes:
group / switching (mW) / internal [mW] / total, mW / leakage [nW]
combinational: 0.518 / 0.489 / 1.01 / 0.760
clock: 0.649 / 1.39 / 2.04 / 0.326
sequential: 0.0780 / 2.04 / 2.12 / 1.33
total: 1.24 / 3.92 / 5.17 / 2.42
stage by stage:
stage               power (mW)  utilization, %  instances  setup slack, ns  hold slack, ns
floorplan                2.858               -        359           0.5451          0.5316
global placement         3.151           45.13        571           0.5880          0.5694
detailed placement       3.163           45.13        571           0.5598          0.5694
CTS                      5.205           49.68        602           0.7216          0.5798
global route             5.392           49.68        602           0.5725          0.6360
finish                   5.167           49.68        602           0.7478          0.5768
cell usage in the layout (no fill, tap or decap), types with 3 or more instances in the layout:
cell	n
sky130_fd_sc_hd__ha_1	8
sky130_fd_sc_hd__mux2i_1	33
sky130_fd_sc_hd__or3_1	4
sky130_fd_sc_hd__inv_1	8
sky130_fd_sc_hd__nand2_1	15
sky130_fd_sc_hd__clkbuf_16	17
sky130_fd_sc_hd__clkdlybuf4s50_1	21
sky130_fd_sc_hd__bufinv_16	7
sky130_fd_sc_hd__xor2_1	3
sky130_fd_sc_hd__mux4_2	16
sky130_fd_sc_hd__o21ai_0	14
sky130_fd_sc_hd__a22oi_1	8
sky130_fd_sc_hd__dfxtp_1	12
sky130_fd_sc_hd__xnor2_1	3
sky130_fd_sc_hd__clkinv_2	3
sky130_fd_sc_hd__buf_4	25
sky130_fd_sc_hd__nand3_1	3
sky130_fd_sc_hd__a21oi_1	9
sky130_fd_sc_hd__nor2_1	26
sky130_fd_sc_hd__a221oi_1	16
sky130_fd_sc_hd__edfxtp_1	136
worst min-delay path: stages (launching register included):
cell                      delay [ns]
sky130_fd_sc_hd__dfxtp_1        0.34
sky130_fd_sc_hd__mux2i_1        0.14
sky130_fd_sc_hd__nor2_1         0.05
cells in the mapped netlist (all sizes together), types with 4 or more instances:
| library cell | instances | area (sq um) |
|---|---|---|
| o21ai | 14 | 70.07 |
| buf | 9 | 45.04 |
| a22oi | 8 | 60.06 |
| mux2i | 33 | 330.3 |
| ha | 8 | 100.1 |
| clkbuf | 9 | 33.78 |
| dfxtp | 13 | 260.3 |
| or3 | 4 | 25.02 |
| nand2 | 15 | 56.30 |
| a221oi | 16 | 140.1 |
| nor2 | 26 | 97.59 |
| mux4 | 16 | 360.4 |
| a21oi | 10 | 53.80 |
| inv | 8 | 30.03 |
| edfxtp | 136 | 4084 |
cells by family after synthesis:
logic type | count (synthesis) | synth area share (%)
AND-OR/OR-AND | 63 | 7.869
XOR/XNOR | 6 | 0.8676
adder cells (fa/ha/maj) | 9 | 1.983
buffers and inverters | 26 | 1.797
flip-flops | 149 | 71.71
multiplexers | 49 | 11.40
AND/OR/NAND/NOR | 57 | 4.378
No activity file was given, so power comes from the tool's default toggle rates.
